==> flow/run.sh <==
#!/bin/bash
# OpenROAD 26Q1-2900-gdf79404cd8, Yosys 0.63+post, stock flow scripts
make -C /OpenROAD-flow-scripts/flow DESIGN_CONFIG=/design/flow/config.mk WORK_HOME=/design/flow/orfs finish
==> flow/config.mk <==
export PLATFORM = sky130hd
export DESIGN_NAME = wb_drv_config
export DESIGN_NICKNAME = wb_drv_config
export VERILOG_FILES = /design/flow/design.v
export SDC_FILE = /design/flow/constraint.sdc
export NUM_CORES = 4
export LEC_CHECK = 1
export CORE_UTILIZATION = 50
==> flow/constraint.sdc <==
current_design wb_drv_config

set clk_period 5.3
set clk_io_pct 0.2

create_clock -name clk0 -period $clk_period [get_ports {clk}]

set non_clock_inputs [all_inputs -no_clocks]
set_input_delay [expr $clk_period * $clk_io_pct] -clock clk0 $non_clock_inputs
set_output_delay [expr $clk_period * $clk_io_pct] -clock clk0 [all_outputs]
==> flow/design.v <==
`default_nettype none
`timescale 1ns/1ns
module wb_drv_config #(
        parameter [31:0]    BASE_ADDRESS        = 32'h0300_0000,
        parameter [31:0]    DELAY_SYNC_ADDRESS  = BASE_ADDRESS,
        parameter [31:0]    DELAY_P_ADDRESS     = BASE_ADDRESS+1,
        parameter [31:0]    DELAY_N_ADDRESS     = BASE_ADDRESS+2,
        parameter [31:0]    DRV_CURRENT         = BASE_ADDRESS+3
    ) (
        input wire      clk,
        input wire      reset,
        input wire          i_wb_cyc,        
        input wire          i_wb_stb,        
        input wire          i_wb_we,         
        input wire [31:0]   i_wb_addr,       
        input wire [31:0]   i_wb_data,       
        output reg          o_wb_ack,        
        output wire          o_wb_stall,      
        output reg [31:0]   o_wb_data,       
        output reg [15:0]   o_del_sync,      
        output reg [15:0]   o_del_sync_inv,  
        output reg [15:0]   o_del_p,         
        output reg [15:0]   o_del_p_inv,     
        output reg [15:0]   o_del_n,         
        output reg [15:0]   o_del_n_inv,     
        output reg [31:0]   o_current       
    );
    initial begin
        o_del_sync      <=  'hffff_0000;
        o_del_sync_inv  <=  'h0000_ffff;
        o_del_p         <=  'hffff_0000;
        o_del_p_inv     <=  'h0000_ffff;
        o_del_n         <=  'hffff_0000;
        o_del_n_inv     <=  'h0000_ffff;
        o_current       <=  'h0000_0000;
    end
    assign o_wb_stall = 0;
    always @(posedge clk) begin
        if(reset) begin
            o_del_sync      <=  'hffff_0000;
            o_del_sync_inv  <=  'h0000_ffff;
            o_del_p         <=  'hffff_0000;
            o_del_p_inv     <=  'h0000_ffff;
            o_del_n         <=  'hffff_0000;
            o_del_n_inv     <=  'h0000_ffff;
            o_current      <=  1;
        end else if(i_wb_stb && i_wb_cyc && i_wb_we && !o_wb_stall) begin
            if(i_wb_addr == DELAY_SYNC_ADDRESS) begin
                o_del_sync      <=  i_wb_data[15:0];
                o_del_sync_inv  <=  ~i_wb_data[31:16];
            end
            if(i_wb_addr == DELAY_P_ADDRESS) begin
                o_del_p         <=  i_wb_data[15:0];
                o_del_p_inv     <=  ~i_wb_data[31:16];
            end
            if(i_wb_addr == DELAY_N_ADDRESS) begin
                o_del_n         <=  i_wb_data[15:0];
                o_del_n_inv     <=  ~i_wb_data[31:16];
            end
            if(i_wb_addr == DRV_CURRENT) begin
                o_current      <=  i_wb_data;
            end
        end
    end
    always @(posedge clk) begin
        if(reset) begin
            o_wb_data   <= 0;
        end else if (i_wb_stb && i_wb_cyc && !i_wb_we && !o_wb_stall) begin
            if(i_wb_addr == DELAY_SYNC_ADDRESS) begin
                o_wb_data <= {o_del_sync, o_del_sync_inv};
            end
            if(i_wb_addr == DELAY_P_ADDRESS) begin
                o_wb_data <= {o_del_p, o_del_p_inv};
            end
            if(i_wb_addr == DELAY_N_ADDRESS) begin
                o_wb_data <= {o_del_n, o_del_n_inv};
            end
            if(i_wb_addr == DRV_CURRENT) begin
                o_wb_data <= o_current;
            end
        end
    end
    always @(posedge clk) begin
        if(reset)
            o_wb_ack <= 0;
        else
            o_wb_ack <= (i_wb_stb && !o_wb_stall && (i_wb_addr == DELAY_SYNC_ADDRESS || i_wb_addr == DELAY_P_ADDRESS || i_wb_addr == DELAY_N_ADDRESS || i_wb_addr == DRV_CURRENT));
    end
endmodule
==> Slide: Implementation Results <==
Synthesis and Place & Route Summary

Clock network
  – Total clock sinks: 161
  – Clock-pin slew on the worst setup and hold paths: 0.06 ns
  – Total of hold buffers inserted after clock tree synthesis: 0
  – Clock tree from TritonCTS: yes
  – Number of buffers inserted by post-CTS setup repair: 0
  – H-Tree Level Count: 4
  – Number of buffers created by CTS: 17
  – Buffer levels on the longest clock path: 2
  – Clock insertion delay at the later pin of the skew report: 0.42 ns
  – CTS Root Cell: sky130_fd_sc_hd__clkbuf_16
  – Gates resized, CTS repair: 0

Drt
  – First drt pass iteration count: 5
  – Vias/cell: 5.99
  – Drc violations: 0
  – N_diodes: 0
  – Initial drt markers: 529
  – Wire per inst: 21.0 um
  – Via count: 6737
  – Antenna-violating nets left: 0
  – Final Routed Wirelength: 23.7 mm

Synthesis
  – Cell taking the most area after synthesis: sky130_fd_sc_hd__dfxtp_1
  – Number of synthesized register bits: 161
  – Yosys stat chip area: 7210 um2
  – Count of instantiated cells in the yosys netlist: 753
  – Most repeated cell in the gate-level netlist after synthesis: sky130_fd_sc_hd__dfxtp_1
  – Count of unique library cells instantiated by Yosys: 34
  – Cell area after technology mapping: 7210 um2
  – Top-area cell share: 44.7%
  – Top cell types by occurrence after synthesis: sky130_fd_sc_hd__dfxtp_1, sky130_fd_sc_hd__mux2i_1, sky130_fd_sc_hd__nand2_1
  – Top cells by area: sky130_fd_sc_hd__dfxtp_1, sky130_fd_sc_hd__mux2i_1, sky130_fd_sc_hd__nand2_1
  – Syn Area/Cell: 9.57 um2
  – Synth async-reset ratio: 0%
  – Fraction of the yosys area taken by sequential cells: 44.7%
  – Count of mapped cells out of synthesis: 753
  – Yosys warning total: 1
  – Number of enable-type register cells in the synthesized netlist: 0
  – Dominant register cell in the synthesized netlist: sky130_fd_sc_hd__dfxtp_1

Die
  – IO Pins: 231
  – Height of the die: 122 um
  – Initial Utilization: 51.5%
  – Area of the core region: 14000 um2
  – Die X-Extent: 122 um
  – Die outline area: 14900 um2
  – Number of rows in the core area: 43

Placed design
  – Worst-case setup slack after placement: 0.999 ns
  – DP Wirelength: 16.7 mm
  – Area post-placement: 9430 um2
  – Number of port buffers: 229
  – Weighted congestion at the end of routability-driven global placement: 0.951

Cells and area
  – MI comb area: 3580 um2
  – Finished layout cell area: 10000 um2
  – Proportion of layout cells with a drive suffix above 1: 9.84%
  – Layout filler cell count: 1069
  – Area grow syn2layout: 38.8%
  – Layout Utilization: 71.5%
  – Register area: 3220 um2

Pwr
  – Leakage power figure: 0.00403 uW
  – Worst IR drop on VDD: 196 uV
  – Power density over cell area: 254 nW/um2

Final timing
  – Number of slew-limit violations in the final report: 0
  – Fin worst setup slack: 1.38 ns
  – Clk_skew: 0.0105 ns
  – Total negative slack: 0 ns
  – Post-route minimum period: 3.92 ns
  – RSZ-0062 raised after global routing: false
  – Setup Viol. Count Final: 0
  – Maximum clock frequency: 255 MHz
  – Slew at the pin with the worst max-slew slack: 0.781 ns
  – Share of the clock period used by the worst path after layout: 74.0%
  – Worst slew margin relative to its limit: 47.9%
  – Final number of hold-violating endpoints: 0

Worst setup path
  – Setup crit start kind: primary input
  – Cells along the critical path: clkdlybuf4s50_1, or4b_1, or4_4, buf_4, or4_4, mux2i_1
  – Most frequent CP cell: sky130_fd_sc_hd__or4_4
  – Critical Path Sink Type: flop
  – R2r startpoint: o_current[7]
  – Critical path required time: 5.58 ns
  – Setup slack of the most critical reg-to-reg path: 4.23 ns
  – Total buffers and inverters traversed by the critical path: 2
  – Worst reg-to-reg path cell count: 4
  – Critical path capture point: o_del_sync_inv[5]
  – Count of cell instances traversed by the critical path: 6
  – Cell family contributing the most delay on the critical path: simple AND/OR/NAND/NOR gates
  – Crit Reg-Reg Endpoint: o_wb_data[7]
  – Biggest fanout along the worst timing path: 51
  – Class of the most critical setup path: primary input to flop
  – Slowest library cell on the worst path: sky130_fd_sc_hd__or4_4
  – Largest stage delay on the critical path: 0.84 ns
  – Endpoint arrival time on the critical path: 4.19 ns
  – Startpoint of the most critical setup path: i_wb_addr[27]

Global route
  – Total routing resource utilization after global routing: 32.7%
  – Global-route wire length before repair: 35.3 mm
  – Grt total ovfl: 0
  – Largest net degree at the start of global routing: 71
  – Number of global-route vias before repair: 6300
  – Number of antenna violations at the first check in global routing: 1

Run status
  – Outcome: finished, final reports clean

Min path
  – Worst hold path class: flop to flop
  – Worst Hold Launch: o_del_n[14]

Run
  – Number of max-cap violations: 0
  – Tool warnings: 26
## worst reg2reg max path, cell delays in order (launching register included)
cell and delay, ns:
sky130_fd_sc_hd__dfxtp_1 0.38, sky130_fd_sc_hd__mux2i_1 0.11, sky130_fd_sc_hd__nand2_1 0.17, sky130_fd_sc_hd__o21ai_0 0.13
sky130_fd_sc_hd__o31ai_1 0.19
## sequential cells by signal, indices dropped and copies added, names as in the netlist
register	flops
o_wb_data	32
o_del_sync	16
o_del_sync_inv	16
o_wb_ack	1
o_current	32
o_del_p	16
o_del_n_inv	16
o_del_n	16
o_del_p_inv	16
## through the flow
stage / cells / hold WS, ns / power, uW
after detailed placement: 1094 / 0.467 / 1390
after global routing: 1125 / 0.494 / 2620
after floorplan: 753 / 0.432 / 1310
after CTS: 1125 / 0.479 / 2550
after global placement: 1094 / 0.459 / 1390
final: 1125 / 0.476 / 2540
## worst min-delay path by stage
| stage | endpoint | slack [ns] | cells past startpoint |
|---|---|---|---|
| CTS | o_del_n[14] | 0.48 | 2 |
| global route | o_del_n[10] | 0.49 | 2 |
| finish | o_del_n[14] | 0.48 | 2 |
## cells by family after synthesis
| family | count (synthesis) | share of synthesized area (%) |
|---|---|---|
| compound gates | 159 | 16.0 |
| buf+inv | 86 | 5.85 |
| flops | 161 | 44.7 |
| mux | 129 | 18.7 |
| other cells | 1 | 0.0520 |
| simple gates | 217 | 14.7 |
## final cells by class
cell class	count	area share [%]
Multi-Input combinational cell	506	35.7
Sequential cell	161	32.2
Timing Repair Buffer	245	24.0
Clock buffer	26	5.19
Tap cell	180	2.25
Clock inverter	5	0.500
Inverter	2	0.0750
## metal layers
| metal | vias up | routed length [um] | global-route usage, % |
|---|---|---|---|
| li1 | 3131 | - | - |
| met2 | 345 | 11100 | 51.3 |
| met4 | 2 | 516 | 6.71 |
| met1 | 3231 | 9630 | 46.7 |
| met5 | - | 13 | 0 |
| met3 | 28 | 2460 | 9.02 |
## cell usage in the layout, fill, tap and decap left out, types with 3 or more instances in the layout
cell                              count
sky130_fd_sc_hd__clkdlybuf4s50_1    227
sky130_fd_sc_hd__clkbuf_1             3
sky130_fd_sc_hd__o311ai_0            32
sky130_fd_sc_hd__clkinv_2             4
sky130_fd_sc_hd__o21ai_0             32
sky130_fd_sc_hd__a31o_2              29
sky130_fd_sc_hd__clkbuf_8             6
sky130_fd_sc_hd__buf_4               16
sky130_fd_sc_hd__nor2_1              50
sky130_fd_sc_hd__mux2_1               4
sky130_fd_sc_hd__a31oi_1             32
sky130_fd_sc_hd__or4_1                4
sky130_fd_sc_hd__nor2b_1             32
sky130_fd_sc_hd__nor4_1              35
sky130_fd_sc_hd__nand2_1             80
sky130_fd_sc_hd__o31ai_1             32
sky130_fd_sc_hd__mux2_4              10
sky130_fd_sc_hd__clkbuf_16           17
sky130_fd_sc_hd__dfxtp_1            161
sky130_fd_sc_hd__mux2i_1            113
## report_power, final
group | switching [uW] | total (uW) | internal (uW) | leakage, uW
Clock | 457 | 1170 | 716 | 0.000286
Sequential | 0.0000000685 | 1210 | 1210 | 0.00130
Combinational | 94.9 | 161 | 65.9 | 0.00245
Power is estimated from default activity; no workload was simulated.
